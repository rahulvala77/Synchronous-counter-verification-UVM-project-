[flow/config.mk]
export PLATFORM = sky130hd
export DESIGN_NAME = dut_top
export DESIGN_NICKNAME = dut_top
export VERILOG_FILES = /design/flow/design.v
export SDC_FILE = /design/flow/constraint.sdc
export NUM_CORES = 4
export LEC_CHECK = 1
export CORE_AREA = 10 10 91 91
export DIE_AREA = 0 0 101 101
[flow/constraint.sdc]
current_design dut_top

set clk_period 3.6
set clk_io_pct 0.2

create_clock -name clk0 -period $clk_period [get_ports {Clk}]

set non_clock_inputs [all_inputs -no_clocks]
set_input_delay [expr $clk_period * $clk_io_pct] -clock clk0 $non_clock_inputs
set_output_delay [expr $clk_period * $clk_io_pct] -clock clk0 [all_outputs]
[flow/design.v]
parameter n = 2;
parameter number =2;
parameter int unsigned RESET_MIN=19;
parameter int unsigned RESET_MAX=20; 
module counter_up_down_1 (
  input Clk, Reset, Enable_1, Load_1, UpDown_1,
  input  bit [7:0] In_Data_1,
  output bit [7:0] Out_Data_1 );
  always @(posedge Clk)
  begin
    if (Reset) begin
      Out_Data_1 <= 8'h0;
    end
    else if ((Enable_1 == 1) && (Load_1 == 1)) begin
      Out_Data_1 <= In_Data_1;
    end
    else if ((Enable_1 == 1) && (UpDown_1 == 1)) begin
      Out_Data_1 += 1;
    end
    else if ((Enable_1 == 1) && (UpDown_1 == 0)) begin
      Out_Data_1 -= 1;
    end
  end  
endmodule : counter_up_down_1
module counter_up_down_2 (
  input Clk, Reset, Enable_2, Load_2, UpDown_2,
  input  bit [7:0] In_Data_2,
  output bit [7:0] Out_Data_2 );
  always @(posedge Clk)
  begin
    if (Reset) begin
      Out_Data_2 <= 8'h0;
    end
    else if ((Enable_2 == 1) && (Load_2 == 1)) begin
      Out_Data_2 <= In_Data_2;
    end
    else if ((Enable_2 == 1) && (UpDown_2 == 1)) begin
      Out_Data_2 += 1;
    end
    else if ((Enable_2 == 1) && (UpDown_2 == 0)) begin
      Out_Data_2 -= 1;
    end
  end  
endmodule : counter_up_down_2
module dut_top (
  input Clk, Reset, Enable_1, Enable_2, Load_1, Load_2, UpDown_1, UpDown_2,
  input  bit [7:0]  In_Data_1, In_Data_2,
  output bit [7:0] Out_Data_1, Out_Data_2 );
  counter_up_down_1 DUT_1 (
                           .Clk(Clk),
                           .Reset(Reset),
                           .Enable_1(Enable_1),
                           .Load_1(Load_1),
                           .UpDown_1(UpDown_1),
                           .In_Data_1(In_Data_1),
                           .Out_Data_1(Out_Data_1) );
  counter_up_down_2 DUT_2 (
                           .Clk(Clk),
                           .Reset(Reset),
                           .Enable_2(Enable_2),
                           .Load_2(Load_2),
                           .UpDown_2(UpDown_2),
                           .In_Data_2(In_Data_2),
                           .Out_Data_2(Out_Data_2) );
endmodule : dut_top
[flow/run.sh]
#!/bin/bash
# OpenROAD 26Q1-2900-gdf79404cd8, Yosys 0.63+post, stock flow scripts
make -C /OpenROAD-flow-scripts/flow DESIGN_CONFIG=/design/flow/config.mk WORK_HOME=/design/flow/orfs finish
==> flow_summary.ini <==
; yosys + openroad results
[grt]
grt_max_degree = 18
overflow = 0
grt_usage = 0.0706
grt_pass1_vias = 1236
grt_antenna_before_repair = 0
grt_pass1_wl_um = 5900

[power_and_ir_drop]
worst_supply_voltage_drop_on_vdd_v = 0.000139
seqPwrFrac = 0.349
p_leak_nw = 0.722
comb_power_share = 0.383
psw_uw = 188
switching_share = 0.309
design_internal_power_uw = 421
pwr_density_cell_nw_per_um2 = 340
power_uw = 609
power_frac_clock = 0.268

[cts]
clkTransAtPathRegs_ps = 70
cts_inserted_buffers = 3
cts_hold_buffers = 0
cts_tree = built
ctsRootBufferMaster = sky130_fd_sc_hd__clkbuf_8
cts_max_path_buffers = 2
post_cts_resize_count = 0
post-cts-setup-buffers = 0
insertion_delay_ps = 250
ctsHtreeMaxLevel = 1
cts.sinks = 16

[synthesis]
netlist_instances = 155
synth.avg_cell_area_sq_um = 8.18
post_synth_and_or_nand_nor_area_fraction = 0.191
fa_ha_area_frac = 0.170
ys_warn_count = 2
post_synth_xor_area_fraction = 0.0622
post_synth_num_cell_types = 35
synthesized_area_fraction_occupied_by_ao_oa_aoi_and_oai_cells = 0.256
synth-seq-area-share = 0.253
async_reset_ff_frac = 0
synth.cell_area_sq_um = 1270
muxShareOfSynthArea = 0.0395
flop_cell = sky130_fd_sc_hd__dfxtp_1
yosys-stat-cells = 155
postSynthRegisterBits = 16
enable_flop_cells = 0
logic_family = AND-OR/OR-AND gates
yosysChipArea_sq_um = 1270

[critical_path]
path_cells = clkdlybuf4s50_1 -> nand2_1 -> ha_1 -> a21oi_1 -> a21oi_1 -> o41ai_1 -> nor4_1
critical_path.top_delay_family = AND-OR/OR-AND gates
critPathLaunchType = input pin
cp_dominant_cell_by_count = sky130_fd_sc_hd__a21oi_1
timing.critical_path.arrival_ps = 2790
critical_path_required_ps = 3710
timing_worst_setup_path_type = in2reg
worst-path-buf-inv = 1
worstSetupEndpointType = flip-flop
cpMaxStageDelayCell = sky130_fd_sc_hd__clkdlybuf4s50_1
critPathMaxStageDelay_ps = 470
worstPathMaxFanout = 9

[die]
fp-utilization = 0.200
die_x_um = 101
num_rows = 29
fp.dieH_um = 101
core_sq_um = 6350
floorplan.die_area_sq_um = 10200
floorplan.io_pins = 40

[cells_and_area]
drive_above_1_share = 0.0466
synthesis_to_finish_area_growth_pct = 41.3
design_area_sq_um = 1790

[detailed_routing]
drt_first_iter_violations = 18
routed-via-count = 1213
drt_pre_antenna_iters = 4
detail_route.wirelength_um = 3570
postRouteAntennaNets = 0
wl_per_cell_um = 13.2
antenna_cells_inserted = 0
number_of_drc_violations_after_detailed_routing = 0
via_per_inst = 4.49

[sta]
tightest_slew_ps = 608
grt_setup_unrepaired = no
fmaxAchievable_ghz = 0.374
layout_worst_path_cycle_share = 0.743
hold_viol_final = 0
timing.final.crit_period_ps = 2680
maxSlewHeadroom = 0.593
slew_viol_final = 0
clock_skew_ps = 4.98
fin_setup_tns_ps = 0
fin_worst_hold_slack_ps = 532
setup_viol_count_final = 0

[job]
drv.max_cap_violation_count = 0
warnings = 27

[placement]
placement.cell_area_sq_um = 1740
port_buffers = 39
finalWeightedCongestion = 0.797
hpwlAfterDp_um = 2800

[status]
result_of_the_run = completed

[min_path]
holdCritPathClass = reg2reg
[area by class of cell]
cell class | count | area, sq um
clock buffers | 4 | 55.1
fillers | 671 | 4560
inverters | 1 | 3.75
multi-input cells | 131 | 910
flip-flops and latches | 16 | 320
well taps | 77 | 96.3
repair buffers | 41 | 405
[cell usage after synthesis, types with 2 or more instances]
library cell | n | area [sq um]
sky130_fd_sc_hd__mux2i_1 | 5 | 50.1
sky130_fd_sc_hd__dfxtp_1 | 16 | 320
sky130_fd_sc_hd__nor2_1 | 11 | 41.3
sky130_fd_sc_hd__o21ai_1 | 2 | 10.0
sky130_fd_sc_hd__o21ai_0 | 9 | 45.0
sky130_fd_sc_hd__fa_1 | 2 | 40.0
sky130_fd_sc_hd__nand3_1 | 2 | 10.0
sky130_fd_sc_hd__nor3b_1 | 2 | 15.0
sky130_fd_sc_hd__nand2_1 | 22 | 82.6
sky130_fd_sc_hd__nor3_1 | 3 | 15.0
sky130_fd_sc_hd__a21o_1 | 2 | 15.0
sky130_fd_sc_hd__a311oi_1 | 3 | 26.3
sky130_fd_sc_hd__nand2b_1 | 4 | 25.0
sky130_fd_sc_hd__o211ai_1 | 3 | 22.5
sky130_fd_sc_hd__nand3b_1 | 2 | 15.0
sky130_fd_sc_hd__ha_1 | 14 | 175
sky130_fd_sc_hd__nor2b_1 | 4 | 25.0
sky130_fd_sc_hd__xor2_1 | 3 | 26.3
sky130_fd_sc_hd__o211a_1 | 3 | 30.0
sky130_fd_sc_hd__buf_2 | 6 | 30.0
sky130_fd_sc_hd__xnor2_1 | 6 | 52.6
sky130_fd_sc_hd__a211oi_1 | 3 | 22.5
sky130_fd_sc_hd__a21oi_1 | 16 | 80.1
[registers in the layout, summed over array words and instances (netlist names)]
name,cells
DUT_1.Out_Data_1,8
DUT_2.Out_Data_2,8
[worst register-to-register path, delay by kind of cell (launching register included)]
kind / cells / cell delay, ps
compound gates: 3 / 490
fa+ha+maj: 1 / 480
flops: 1 / 370
simple gates: 1 / 370
[layer usage]
| layer | GRT usage | vias to the layer above | wire [um] |
|---|---|---|---|
| met5 | 0 | - | 0 |
| met4 | 0.00214 | 0 | 8 |
| met3 | 0.0277 | 2 | 288 |
| li1 | - | 648 | - |
| met2 | 0.119 | 29 | 1660 |
| met1 | 0.0875 | 534 | 1620 |
[through the flow]
step | setup WS, ps | utilization | instances
2_1_floorplan | 1180 | - | 155
3_3_place_gp | 682 | 0.273 | 266
3_5_place_dp | 676 | 0.273 | 266
4_1_cts | 928 | 0.282 | 270
5_1_grt | 782 | 0.282 | 270
6_report | 924 | 0.282 | 270
[power groups by stage]
stage         clock (mW)  combinational [mW]  sequential, mW
CTS                0.170               0.237           0.213
global route       0.178               0.265           0.216
finish             0.163               0.234           0.213
[placed cells by master (no fill, tap or decap), types with 3 or more instances in the layout]
cell and n:
sky130_fd_sc_hd__a211oi_1 3, sky130_fd_sc_hd__a21oi_1 16, sky130_fd_sc_hd__a311oi_1 3, sky130_fd_sc_hd__clkbuf_8 4, sky130_fd_sc_hd__clkdlybuf4s50_1 39, sky130_fd_sc_hd__dfxtp_1 16
sky130_fd_sc_hd__ha_1 14, sky130_fd_sc_hd__mux2i_1 5, sky130_fd_sc_hd__nand2_1 22, sky130_fd_sc_hd__nand2b_1 4, sky130_fd_sc_hd__nor2_1 11, sky130_fd_sc_hd__nor2b_1 4
sky130_fd_sc_hd__nor3_1 3, sky130_fd_sc_hd__o211a_1 3, sky130_fd_sc_hd__o211ai_1 3, sky130_fd_sc_hd__o21ai_0 9, sky130_fd_sc_hd__xnor2_1 6, sky130_fd_sc_hd__xor2_1 3
[kinds of logic after synthesis]
| group | count (synthesis) |
|---|---|
| xor+xnor | 9 |
| flops | 16 |
| buf+inv | 8 |
| compound gates | 49 |
| simple gates | 52 |
| fa+ha+maj | 16 |
| mux | 5 |
[worst paths after layout]
| check | from | to | slack [ps] | depth (start not counted) |
|---|---|---|---|---|
| worst min register to register | DUT_1.Out_Data_1[3]$_SDFFE_PP0P_ | DUT_1.Out_Data_1[3]$_SDFFE_PP0P_ | 530 | 1 |
| worst max register to register | DUT_2.Out_Data_2[0]$_SDFFE_PP0P_ | DUT_2.Out_Data_2[4]$_SDFFE_PP0P_ | 1790 | 5 |
| worst max-delay path | Enable_1 | DUT_1.Out_Data_1[5]$_SDFFE_PP0P_ | 920 | 7 |
| worst min-delay path | DUT_1.Out_Data_1[3]$_SDFFE_PP0P_ | DUT_1.Out_Data_1[3]$_SDFFE_PP0P_ | 530 | 1 |
